`flow/design.v`:
```
module fifo_1(input clk,
              input         rst,
              input         in_data_valid,
              input         [31:0] in_data,
              output [31:0] data_out,
              output        data_valid);
   reg               data_valid_reg_0;
   reg [31:0]        data_out_0;
   always @(posedge clk or negedge rst) begin
      if (!rst) begin
         data_valid_reg_0 <= 0;
         data_out_0 <= 0;
      end else begin
         data_valid_reg_0 <= in_data_valid;
         data_out_0 <= in_data;
      end
   end
   assign data_valid = data_valid_reg_0;
   assign data_out = data_out_0;
endmodule
```
`flow/run.sh`:
```
#!/bin/bash
# OpenROAD 26Q1-2900-gdf79404cd8, Yosys 0.63+post, stock flow scripts
make -C /OpenROAD-flow-scripts/flow DESIGN_CONFIG=/design/flow/config.mk WORK_HOME=/design/flow/orfs finish
```
`flow/config.mk`:
```
export PLATFORM = sky130hd
export DESIGN_NAME = fifo_1
export DESIGN_NICKNAME = fifo_1
export VERILOG_FILES = /design/flow/design.v
export SDC_FILE = /design/flow/constraint.sdc
export NUM_CORES = 4
export LEC_CHECK = 1
export CORE_AREA = 10 10 81 81
export DIE_AREA = 0 0 91 91
```
`flow/constraint.sdc`:
```
current_design fifo_1

set clk_period 1.0
set clk_io_pct 0.2

create_clock -name clk0 -period $clk_period [get_ports {clk}]

set non_clock_inputs [all_inputs -no_clocks]
set_input_delay [expr $clk_period * $clk_io_pct] -clock clk0 $non_clock_inputs
set_output_delay [expr $clk_period * $clk_io_pct] -clock clk0 [all_outputs]
```
==> flow_summary.ini <==
; generated from flow reports
[outcome]
status = complete, no violations

[cts]
cts_root_buf = clkbuf_8
clockBufferDepth = 2
cts_setup_buffers = 0
numCtsBuffers = 5
cts_tree = done
htree_levels = 2
clkSlewWorstSetupHoldPaths_ps = 60
cts_sinks = 33

[critical_path]
crit_fanout = 1
crit_path_max_incr_delay_ps = 360
end_kind = output pin
worst-path-buf-inv = 1
critPathKind = reg -> out
path_cells = buf_2
crit_slowest_cell = dfrtp_1
worstPathArrival_ps = 750
worstPathRequired_ps = 800
start_kind = register
cp_top_family = flip-flops

[place]
dp_hpwl_mm = 2.06
io_buffers = 67
place.gp.congestion = 0.653
dp_cells = 169

[routing]
drcViolationCount = 0
vias = 558
wl_met3_um = 308
routed_wl_mm = 2.45
routed_via_density = 3.15
antenna_left = 0
drt-pass1-iter-count = 2
wire_per_inst_um = 13.8
met1Wirelength_um = 866
drt-initial-drc-count = 4
diodes = 0
top_layer = met4
wl_met2_mm = 1.25

[logic_synthesis]
syn-cell-area_um2 = 826
synth_warnings = 1
largest_area_cell = dfrtp_1
yosys_cells = 33
synthCells = 33
ys_chip_area_um2 = 826
area_leaders = dfrtp_1 100%
avgSynthCellArea_um2 = 25.0
ys_types = 1
top_area_share_pct = 100
synth_seq_share_pct = 100
ys_seq_elements = 33

[pwr]
power_frac_clock_pct = 36.9
p_int_w = 0.00211
power.switching_w = 0.000478
p_comb_share_pct = 8.4
netSwitchingFraction_pct = 18.5
power_density_nw_per_um2 = 1700
power_w = 0.00259
p_leak_nw = 0.706
peakVddDrop_uv = 802
pwr-share-seq_pct = 54.7

[final_timing]
rsz0062_at_grt = false
fin_crit_sh_pct = 95.0
worst_slew_pin_slew_ps = 220
slew_headroom_pct = 85.3
timing.fmax_mhz = 1050
hold_violations = 0
finalMaxSlewViolations = 0
post-route-min-period_ps = 950
setup_viol = 0

[run]
drv_cap = 0
warnings = 26

[floorplanning]
io_pins = 68
die_w_um = 91
fp-row-count = 25
fp_util_pct = 17.1
die_y_um = 91
dieArea_um2 = 8280
coreArea_um2 = 4820

[grt]
grt-ovfl-total = 0
grt_max_degree = 19
first_global_vias = 669
grtUsageTotal_pct = 6.00
grt_pass1_wl_mm = 3.90
antenna_found_initial = 0

[layout]
lay_top_cells = 33 x dfrtp_1, 33 x clkdlybuf4s50_1, 33 x buf_2, 6 x clkbuf_8, 2 x buf_4
drive_gt1_share_pct = 38.2
areaGrowthSynthToFinish_pct = 84.2
instances_no_fill = 177
logic_area_um2 = 0
comb_cells = 0

[worst_hold_path]
hold_class = in -> reg
==> cell type report <==
cell class | count | area [um^2]
Fill cell | 488 | 3300
Sequential cell | 33 | 826
Timing Repair Buffer | 70 | 526
Clock buffer | 7 | 86.3
Tap cell | 67 | 83.8
==> kinds of logic after synthesis <==
group	synth area share [%]
flip-flops	100
==> timing repair <==
item                                    4_1_cts  5_1_grt
endpoints found under the setup margin       33        1
hold endpoints to repair                     33        0
pin swaps                                     0        0
hold buffers                                  1        0
gates resized                                98        1
==> path summary, 6_finish.rpt <==
check | start | to | slack (ps) | cells past startpoint
max | data_out_0[15] | data_out[15] | 50 | 1
min | in_data_valid | data_valid_reg_0 | 360 | 1
max in group asynchronous | rst | data_out_0[31] | 380 | 3
min in group asynchronous | rst | data_out_0[9] | 420 | 3
==> routing by layer <==
| layer | up-vias | GRT usage [%] |
|---|---|---|
| li1 | 251 | - |
| met5 | - | 0 |
| met1 | 274 | 6.69 |
| met4 | 0 | 1.17 |
| met3 | 2 | 3.57 |
| met2 | 31 | 9.79 |
==> through the flow <==
stage / setup TNS [ps] / hold WS [ps] / cell area (um^2) / setup WS [ps] / utilization [%]
2_1_floorplan: 0 / -95.6 / 826 / 488 / -
3_3_place_gp: 0 / 163 / 1590 / 6.88 / 33.0
3_5_place_dp: 0 / 162 / 1590 / 2.81 / 33.0
4_1_cts: -45.8 / 347 / 1530 / -45.8 / 31.7
5_1_grt: 0 / 350 / 1520 / 4.96 / 31.6
6_report: 0 / 364 / 1520 / 50.4 / 31.6
==> flip-flops by register name, summed over array words and instances (netlist names) <==
| signal | flops |
|---|---|
| data_out_0 | 32 |
| data_valid_reg_0 | 1 |
==> synth_stat cells <==
| cell type | instances |
|---|---|
| dfrtp_1 | 33 |
==> power groups by stage <==
stage                 Clock (W)  Sequential (W)  Combinational, W
after CTS               0.00102         0.00142          0.000229
after global routing    0.00107         0.00142          0.000244
final                  0.000955         0.00142          0.000217
Power figures rest on the tool's default switching activity, not on a simulated workload.
