**flow/constraint.sdc**
```tcl
current_design fifo_2

set clk_period 1.0
set clk_io_pct 0.2

create_clock -name clk0 -period $clk_period [get_ports {clk}]

set non_clock_inputs [all_inputs -no_clocks]
set_input_delay [expr $clk_period * $clk_io_pct] -clock clk0 $non_clock_inputs
set_output_delay [expr $clk_period * $clk_io_pct] -clock clk0 [all_outputs]
```
**flow/run.sh**
```bash
#!/bin/bash
# OpenROAD 26Q1-2900-gdf79404cd8, Yosys 0.63+post, stock flow scripts
make -C /OpenROAD-flow-scripts/flow DESIGN_CONFIG=/design/flow/config.mk WORK_HOME=/design/flow/orfs finish
```
**flow/design.v**
```verilog
module fifo_2(input clk,
              input         rst,
              input         in_data_valid,
              input         [31:0] in_data,
              output [31:0] data_out,
              output        data_valid);
   reg               data_valid_reg_0;
   reg               data_valid_reg_1;
   reg [31:0]        data_out_0;
   reg [31:0]        data_out_1;
   always @(posedge clk or negedge rst) begin
      if (!rst) begin
         data_valid_reg_0 <= 0;
         data_valid_reg_1 <= 0;
         data_out_0 <= 0;
         data_out_1 <= 0;
      end else begin
         data_valid_reg_0 <= in_data_valid;
         data_valid_reg_1 <= data_valid_reg_0;
         data_out_0 <= in_data;
         data_out_1 <= data_out_0;
      end
   end
   assign data_valid = data_valid_reg_1;
   assign data_out = data_out_1;
endmodule
```
**flow/config.mk**
```make
export PLATFORM = sky130hd
export DESIGN_NAME = fifo_2
export DESIGN_NICKNAME = fifo_2
export VERILOG_FILES = /design/flow/design.v
export SDC_FILE = /design/flow/constraint.sdc
export NUM_CORES = 4
export LEC_CHECK = 1
export CORE_UTILIZATION = 30
```
==> flow_summary.toml <==
# implementation run metrics
[timing]
period_needed_ns = 1.003
rsz0062_at_grt = "true"
setup_slack_ns = -0.002825
tightestPinTransition_ns = 0.3191
slew_headroom_pct = 78.73
final.setup_skew_ns = 0.003274
whs_ns = -0.1225
hold_viol = 66
finalSetupViolCount = 1
post-route-period-util_pct = 100.3
drv_slew = 0
finalSetupTns_ns = -0.002825
max_freq_mhz = 997.2

[setup_path]
critPathCaptureType = "output pin"
cp.depth = 1
slowest_delay_ns = 0.36
rrSetupSlack_ns = 0.52
critPathLaunch = "data_out_1[6]"
critPathRequiredTime_ns = 0.80
critPathArrivalTime_ns = 0.80
r2r_end = "data_out_1[11]"
r2r_start = "data_out_0[11]"
cp_cell_sequence = "buf_2"
crit_family = "flip-flops"
cpMaxStageDelayCell = "dfrtp_1"
endpoint = "data_out[6]"
crit_type = "reg2out"
cp_num_buf_inv = 1
path_max_fanout = 1
setup.worst_path.start_class = "flop"
rr_worst_depth = 0

[finish]
logic_area_um2 = 0
syn2layout_area_growth_pct = 49.24
lay_top_cells = "66 x dfrtp_1, 34 x buf_2, 33 x clkdlybuf4s50_1"
layout-drive-gt1-share_pct = 33.33
ff_latch_area_um2 = 1652
fill_cells = 450
logic_gate_count = 0
final_common_cell = "dfrtp_1"
finalNonFillerCells = 220
postLayoutCoreUtil_pct = 47.36

[synthesis]
netlist_instances = 66
syn-cell-area_um2 = 1652
synthDistinctLibCells = 1
avgSynthCellArea_um2 = 25.02
seq_area_frac_synth_pct = 100.0
yosysWarnings = 1
yosys_cells = 66
numSynthFlops = 66
ys_area_um2 = 1652

[power]
p_per_area_nw_per_um2 = 2129
p_leak_nw = 1.140
ir_worst_vdd_mv = 1.493
totalPowerFinal_mw = 5.247

[clock_tree]
cts_tree = "done"
cts.path.max_buffers = 2
htree_levels = 3
cts.sinks = 66
cts_root_buf = "clkbuf_8"
clk_pin_slew_worst_paths_ns = 0.07
clk_latency_ns = 0.32
numCtsBuffers = 9

[route]
wl_per_cell_um = 10.78
ant_nets = 0
firstDrtPassIters = 2
drc_errors = 0
diodes = 0
vias = 812
drtIter0Drc = 27
wirelength_um = 2371
vias_per_cell = 3.691

[die]
die_area_um2 = 5806
floorplan.core_util_pct = 31.73
fp.dieH_um = 76.20
core_um2 = 5205
die_w_um = 76.20
rows = 26
io_pins = 68

[global_route]
grt_antenna_before_repair = 0
grt_pass1_wl_um = 3953
overflow = 0
grt_usage_pct = 9.196
grt_max_degree = 67
grt_pass1_vias = 845

[status]
status = "complete, but fails checks"
violations = "negative hold slack, negative setup slack"

[placed_design]
portBuffers = 67
dp_slack_ns = 0.01781
gp_congestion = 0.7394
hpwl_um = 1544
dp.cells = 204

[run]
tool_warnings = 29
cap_violations = 0

[hold_path]
hp-class = "in2async"
==> state kept, by name (all words and copies together) (netlist names) <==
signal            count
data_out_1           32
data_out_0           32
data_valid_reg_1      1
data_valid_reg_0      1
==> synth_stat cells <==
master    n  area (um2)
dfrtp_1  66        1652
==> cell families (layout without fill, tap and decap cells) <==
family,count (synthesis),count (layout),synth area share [%]
flip-flops,66,66,100.0
buffers and inverters,0,84,0
==> how the worst min path moves through the flow <==
stage / startpoint / endpoint / slack (ns)
final: rst / data_out_1[10] / -0.12
after global routing: rst / data_out_1[11] / -0.11
after CTS: rst / data_out_0[6] / -0.13
==> repair_timing <==
action	CTS	global route
gates cloned	0	0
endpoints found under the setup margin	33	33
setup buffers	0	0
resized	99	0
hold endpoints to repair	66	66
==> metal layers <==
metal	share of wire [%]	GRT usage (%)	wire [um]	up-vias
li1	-	-	-	361
met1	38	12.89	908	391
met2	44	12.55	1047	53
met3	16	5.596	373	7
met4	1.8	2.692	42	0
met5	0	0	0	-
==> metrics by stage <==
stage                     hold slack, ns  cell area, um2
after floorplan                 -0.09559            1652
after global placement            0.2307            2425
after detailed placement          0.2366            2425
after CTS                        -0.1274            2465
after global routing             -0.1084            2465
final                            -0.1225            2465
==> where the power goes <==
part	total (mW)	internal (mW)	leakage (nW)	switching (mW)
combinational	0.234	0.163	0.272	0.0715
sequential	2.83	2.80	0.769	0.0301
clock	2.18	1.28	0.0986	0.897
==> area by class of cell <==
type | count | area share, %
repair buffers | 68 | 21.12
well taps | 70 | 3.553
clock buffers | 12 | 6.294
clock inverters | 4 | 2.030
flip-flops and latches | 66 | 67.01
Power is estimated from default activity; no workload was simulated.
